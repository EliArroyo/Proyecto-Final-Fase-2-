--- run.sh ---
#!/bin/bash
# OpenROAD 26Q1-2900-gdf79404cd8, Yosys 0.63+post, stock flow scripts
make -C /OpenROAD-flow-scripts/flow DESIGN_CONFIG=/design/flow/config.mk WORK_HOME=/design/flow/orfs finish
--- config.mk ---
export PLATFORM = sky130hd
export DESIGN_NAME = Banco_Registros
export DESIGN_NICKNAME = Banco_Registros
export VERILOG_FILES = /design/flow/design.v
export SDC_FILE = /design/flow/constraint.sdc
export NUM_CORES = 4
export LEC_CHECK = 1
export CORE_UTILIZATION = 30
--- design.v ---
module Banco_Registros(
	input  wire[4:0]direccion_lect_1,
	input  wire[4:0]direccion_lect_2,
	input  wire[4:0]direccion_escritura,
	input  wire RegEn,
	input  wire[31:0] datoEscritura,
	output reg [31:0] datoLect_1,
	output reg [31:0] datoLect_2,
	input wire clk
);
reg [31:0]BR_in[0:31];
always@(posedge clk)
	begin
	datoLect_1 = BR_in[direccion_lect_1];
	datoLect_2 = BR_in[direccion_lect_2];
	if(RegEn)
	begin
		BR_in[direccion_escritura] = datoEscritura;
	end
end
endmodule
--- constraint.sdc ---
current_design Banco_Registros

set clk_period 6.7
set clk_io_pct 0.2

create_clock -name clk0 -period $clk_period [get_ports {clk}]

set non_clock_inputs [all_inputs -no_clocks]
set_input_delay [expr $clk_period * $clk_io_pct] -clock clk0 $non_clock_inputs
set_output_delay [expr $clk_period * $clk_io_pct] -clock clk0 [all_outputs]
==> out/qor.json <==
{
  "final_hold_violation_count": 0,
  "grt_antenna_before_repair": 11,
  "area_growth_pct": 14.89,
  "port-buffer-count": 112,
  "layout.area.seq_sq_mm": 0.03203,
  "cellPowerDensity_mw_per_mm2": 263.2,
  "ctsRootBufferMaster": "clkbuf_16",
  "top_cells_by_count": "edfxtp_1 (1024), mux2i_1 (1024), nand2_1 (195)",
  "gp_congestion": 0.8646,
  "critPathArrivalTime_ps": 4250,
  "cts_buffers": 115,
  "floorplan.initialDensity_pct": 30.28,
  "chip_area_sq_mm": 0.1685,
  "dpl_worst_slack_ps": 2375,
  "layout.area.comb_sq_mm": 0.01678,
  "synth-xor-area-share_pct": 0,
  "timing.critical_path.to_type": "flip-flop",
  "synth.lib_cells_used.distinct": 24,
  "htreeDepth": 3,
  "status": "completed",
  "period_utilization_pct": 54.80,
  "final_layout_size_suffix_gt1_share_pct": 9.568,
  "muxShareOfSynthArea_pct": 20.47,
  "power.static_leakage_uw": 0.02085,
  "class_of_the_most_critical_setup_path": "input pin to flip-flop",
  "grt_start_max_net_pins": 91,
  "worst_ep_required_time_ps": 7280,
  "ys_dominant_reg_cell": "edfxtp_1",
  "share_of_flip_flops_with_an_asynchronous_set_or_reset_after_synthesis_pct": 0,
  "topCellsByArea": "edfxtp_1 (61%), mux2i_1 (20%), a22oi_1 (2.9%)",
  "maxCapViolCount": 0,
  "finalSetupTns_ps": 0,
  "timing.hold.worst.class": "flip-flop to flip-flop",
  "rsz0062_at_grt": "false",
  "synthCells": 3450,
  "edf_count": 1024,
  "yosysCellCount": 3450,
  "floorplan.core_area_sq_mm": 0.1654,
  "detail_route.first_pass.iterations": 22,
  "largest_area_cell": "edfxtp_1",
  "synth_warnings": 1,
  "synth-simple-area-share_pct": 4.593,
  "route.detailed.drc": 0,
  "detail_route.wirelength_um": 157500,
  "maxClockFrequency_mhz": 272.4,
  "cp_max_fo": 57,
  "fa_ha_maj_cells_area_fraction_pct": 0,
  "synth.avg_cell_area_sq_um": 14.51,
  "synthDominantCellAreaShare_pct": 61.41,
  "antennaDiodeCount": 0,
  "drv_slew": 0,
  "cts_max_path_buffers": 3,
  "clkSlewWorstSetupHoldPaths_ps": 60,
  "postCtsResizedCells": 0,
  "logic_family": "multiplexers",
  "vias_per_cell": 5.379,
  "core.rowCount": 149,
  "vdd_drop_max_mv": 0.2053,
  "avgRoutedWirePerCell_um": 26.94,
  "global_router_s_overall_resource_usage_pct": 19.46,
  "slew-limit-headroom_pct": 30.52,
  "clock_tree_from_tritoncts": "built",
  "final-setup-viol-count": 0,
  "drt_iter0_drc": 1941,
  "total_vias_in_the_final_route": 31450,
  "dp_hpwl_um": 87950,
  "syn_area_sq_mm": 0.05007,
  "final_critical_path_setup_slack_ps": 3029,
  "globalRouteOverflowTotal": 0,
  "period_minus_slack_ps": 3671,
  "grt_first_pass_wirelength_um": 224000,
  "boundaryPins": 113,
  "synth_flops": 1088,
  "worst_slew_pin_slew_ps": 1040,
  "fp.dieW_um": 410.5,
  "numClockSinks": 1088,
  "synth-area-yosys_sq_mm": 0.05007,
  "vias_in_the_first_global_route": 32430,
  "postCtsSetupBuffers": 0,
  "timing.critical_path.from_type": "input pin",
  "num-fill-cells": 15540,
  "clock_latency_on_the_worst_skew_pair_ps": 710,
  "sequential_fraction_of_the_synthesis_area_pct": 63.97,
  "cts_hold_buffers": 0,
  "warning_count": 26,
  "fin_worst_skew_ps": 32.77,
  "synth-compound-area-share_pct": 7.836,
  "route.antenna.remaining_nets": 0,
  "die_h_um": 410.5
}
[placed cells by master (no fill, tap or decap), types with 41 or more instances in the layout]
cell,n
a21oi_1,192
a22o_1,128
a22oi_1,192
a31oi_1,64
buf_4,118
clkbuf_1,41
clkbuf_16,116
clkdlybuf4s50_1,110
dfxtp_1,64
edfxtp_1,1024
mux2i_1,1024
nand2_1,193
nand3_1,194
nor3_1,64
[worst max-delay path, stage by stage]
cell and delay [ps]:
clkdlybuf4s50_1 620, nor2b_4 640, buf_12 470, buf_4 490, a22o_1 220, nor3_1 50
a31oi_1 250, nand3_1 100
[registers in the layout, summed over array words and instances (netlist names)]
name / count
BR_in: 1024
datoLect_1: 32
datoLect_2: 32
[final cells by class]
class	instances	area share, %
Sequential cell	1088	55.68
Multi-Input combinational cell	2109	29.17
Clock buffer	181	5.888
Tap cell	2189	4.761
Timing Repair Buffer	243	3.958
Clock inverter	37	0.5481
[layer usage]
| metal | vias up | wire, um | GRT usage, % |
|---|---|---|---|
| li1 | 13830 | - | - |
| met1 | 15610 | 57120 | 23.54 |
| met2 | 1664 | 73510 | 29.87 |
| met5 | - | 115 | 0.4240 |
| met3 | 327 | 20890 | 11.17 |
| met4 | 20 | 5899 | 5.880 |
[stage by stage]
| step | utilization, % | cell area [sq um] | power, uW | hold WS, ps | cells |
|---|---|---|---|---|---|
| after floorplan | - | 50070 | 8472 | 578.8 | 3450 |
| after global placement | 32.55 | 53830 | 9082 | 610.8 | 5629 |
| after detailed placement | 32.55 | 53830 | 9085 | 619.5 | 5629 |
| after CTS | 34.79 | 57530 | 15240 | 625.2 | 5847 |
| after global routing | 34.79 | 57530 | 15590 | 648.9 | 5847 |
| final | 34.79 | 57530 | 15140 | 624.4 | 5847 |
[cells by family (layout without fill, tap and decap cells)]
kind of cell	count (synthesis)	count (layout)
AND/OR/NAND/NOR	509	509
multiplexers	1024	1024
AND-OR/OR-AND	576	576
flip-flops	1088	1088
buffers and inverters	253	461
[where the power goes]
| group | total [uW] | internal (uW) | switching [uW] |
|---|---|---|---|
| combinational | 1280 | 493 | 790 |
| sequential | 7660 | 7560 | 92.2 |
| clock | 6200 | 3600 | 2600 |
| total | 15100 | 11700 | 3480 |
[path summary, 6_finish.rpt]
| kind | start | end | slack, ps | depth (start not counted) |
|---|---|---|---|---|
| setup / recovery | direccion_lect_2[0] | datoLect_2[20]$_DFF_P_ | 3030 | 8 |
| hold / removal | BR_in[24][17]$_DFFE_PP_ | datoLect_2[17]$_DFF_P_ | 620 | 4 |
| setup reg to reg | BR_in[6][9]$_DFFE_PP_ | datoLect_2[9]$_DFF_P_ | 5270 | 5 |
| hold reg to reg | BR_in[24][17]$_DFFE_PP_ | datoLect_2[17]$_DFF_P_ | 620 | 4 |
Power is estimated from default activity; no workload was simulated.
