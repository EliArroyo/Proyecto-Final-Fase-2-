[flow/design.v]
module multiplexor(
    input wire[31:0]entrada1_mux,
    input wire[31:0]entrada2_mux,
    input wire mux_sel,
    output reg[31:0]salida_mux
);
always@(*) 
	begin
		if(mux_sel)
		begin
			salida_mux = entrada1_mux;   
		end
		else
		begin
			salida_mux = entrada2_mux;   
		end
	end
endmodule
[flow/run.sh]
#!/bin/bash
# OpenROAD 26Q1-2900-gdf79404cd8, Yosys 0.63+post, stock flow scripts
make -C /OpenROAD-flow-scripts/flow DESIGN_CONFIG=/design/flow/config.mk WORK_HOME=/design/flow/orfs finish
[flow/config.mk]
export PLATFORM = sky130hd
export DESIGN_NAME = multiplexor
export DESIGN_NICKNAME = multiplexor
export VERILOG_FILES = /design/flow/design.v
export SDC_FILE = /design/flow/constraint.sdc
export NUM_CORES = 4
export LEC_CHECK = 1
export CORE_AREA = 10 10 71 71
export DIE_AREA = 0 0 81 81
[flow/constraint.sdc]
current_design multiplexor

set clk_period 1.0
set clk_io_pct 0.2

create_clock -name clk0 -period $clk_period

set non_clock_inputs [all_inputs -no_clocks]
set_input_delay [expr $clk_period * $clk_io_pct] -clock clk0 $non_clock_inputs
set_output_delay [expr $clk_period * $clk_io_pct] -clock clk0 [all_outputs]
==> flow_summary_export.csv <==
group,metric,value,unit
die,std_cell_rows,22,
detailed_routing,via_per_inst,3.80,
grt,grt_pass1_wl,3880,µm
setup_path,worstSetupStartpointType,"primary input",
die,die_y,81,µm
synth,ys_area,544,µm²
power_and_ir_drop,combPwrFrac,1.000,
cells_and_area,final_area,0.00155,mm²
die,chipArea,0.00656,mm²
sta,fin_ws,-0.0844,ns
placed_design,gp_congestion,0.856,
run,maxCapViolCount,0,
grt,grt_overflow,0,
die,io_pins,97,
run,warnings,34,
setup_path,cp_max_fo,10,
power_and_ir_drop,p_clk_frac,0,
cells_and_area,finish.cell_count_without_fillers,182,
detailed_routing,drt_iter0_drc,4,
power_and_ir_drop,switching_share,0.224,
grt,grtUsageTotal,0.0733,
cells_and_area,nClkBuffers,0,
detailed_routing,wl_per_cell,15.2,µm
cells_and_area,final_util,0.428,
sta,worst_pin_slew,0.0844,ns
synth,yosysWarningCount,1,
setup_path,cp-end-kind,"output pin",
power_and_ir_drop,internal_power,0.000480,W
placed_design,dp_hpwl,2590,µm
detailed_routing,drc,0,
detailed_routing,top_layer,"met3",
cells_and_area,fill_cells,380,
sta,hold_viol,0,
detailed_routing,firstDrtPassIters,2,
cells_and_area,area_growth,186,%
detailed_routing,met2_wirelength,1380,µm
sta,clock.fmax,922,MHz
synth,avgSynthCellArea,15.1,µm²
setup_path,crit_arrival,0.88,ns
synth,ys_seq_share,0,
placed_design,place_inst,180,
setup_path,critPathRequiredTime,0.80,ns
cells_and_area,flop_area,0,µm²
sta,post-route-period-util,1.08,
synth,synth_cell_type_count,4,
detailed_routing,vias,691,
sta,fin_crit,1.08,ns
cells_and_area,drive_above_1_share,0.522,
power_and_ir_drop,p_leak,0.838,nW
sta,finalSetupTns,-2.26,ns
cells_and_area,most-common-layout-cells,"dlygate4sd2_1 (62), mux2_4 (32), buf_6 (28), buf_12 (4), buf_2 (4)",
sta,final-max-slew-violation-count,0,
power_and_ir_drop,ir_drop,0.143,mV
die,core,0.00363,mm²
run_status,status,"complete, but fails checks",
run_status,violations,"setup timing",
grt,grt_pass1_vias,720,
synth,ys_cells,36,
power_and_ir_drop,power.density,398,mW/mm²
cells_and_area,lay_top_count,"dlygate4sd2_1",
detailed_routing,wl_met1,1060,µm
die,fp_util,0.150,
grt,antenna_found_initial,0,
detailed_routing,num_antenna_cells,0,
hold_path,hold_path.class,"in2out",
power_and_ir_drop,p_sw,0.000139,W
placed_design,portBuffers,97,
setup_path,setup.worst_path.class,"in2out",
cells_and_area,flop-count,0,
synth,synthesis.instances,36,
synth,synthesis.area,544,µm²
detailed_routing,antenna_left,0,
die,die_x,81,µm
sta,rsz0062_at_grt,"yes",
sta,finalSetupViolCount,31,
detailed_routing,wl_met3,338,µm
power_and_ir_drop,seqPwrFrac,0,
sta,max_slew_margin,0.944,
detailed_routing,drt_wl_total,2770,µm
grt,grt_start_max_net_pins,11,
placed_design,placed_cell_area,0.00156,mm²
worst max-delay path: stages:
cell and delay (ns):
buf_12 0.12, buf_12 0.14, mux2_4 0.30, buf_6 0.11
cells by family (layout without fill, tap and decap cells):
family / Yosys count / in the layout / synth area share
multiplexers: 32 / 32 / 0.869
buffers and inverters: 4 / 102 / 0.131
what timing repair did:
item                                    CTS  global route
gates cloned                              1             0
endpoints found under the setup margin   32            32
gates resized                           187            10
buffers inserted                          1             0
hold buffers                              0             0
synth_stat cells, drive strengths merged:
cell | count | area, µm²
mux2 | 32 | 473
buf | 4 | 71.3
final timing paths:
check | startpoint | to | depth (start not counted)
hold / removal | mux_sel | salida_mux[31] | 3
setup / recovery | mux_sel | salida_mux[17] | 4
stage by stage:
stage	setup WS [ns]	power [W]	hold WS (ns)
5_1_grt	-0.107	0.000662	0.771
2_1_floorplan	0.0669	0.000206	0.498
4_1_cts	-0.0861	0.000594	0.752
6_report	-0.0844	0.000619	0.748
3_5_place_dp	-0.523	0.000673	1.27
3_3_place_gp	-0.523	0.000668	1.26
layer usage:
| layer | global-route usage | vias to the layer above |
|---|---|---|
| met5 | 0 | - |
| met4 | 0 | 0 |
| met3 | 0.0345 | 0 |
| met2 | 0.125 | 50 |
| met1 | 0.0876 | 308 |
| li1 | - | 333 |
power by group through the flow:
stage / Sequential (W) / Clock [W] / Combinational, W
CTS: 0 / 0 / 0.000594
global route: 0 / 0 / 0.000662
finish: 0 / 0 / 0.000619
cell type report:
type               count  area (µm²)  share of cell area
repair buffers       102        1010               0.652
multi-input cells     32         480               0.309
well taps             48        60.1              0.0386
Power and IR drop assume default switching activity.
