===== ./design.v =====
module ALU(
    input wire [31:0] A,
    input wire [31:0] B,
    input wire [2:0]  ALU_Sel,
    output reg [31:0] R,
    output reg ZFlag
);
always@(*) 
	begin
		case (ALU_Sel)
			3'b000: R = A & B;        				 
			3'b001: R = A | B;        				 
			3'b010: R = A + B;       				 
			3'b110: R = A - B;        				 
			3'b111: R = (A < B) ? 32'd1 : 32'd0; 	 
			default: R = 32'd0;       				 
		endcase
		ZFlag = (R == 32'b0) ? 1'b1 : 1'b0;			 
	end
endmodule

===== ./run.sh =====
#!/bin/bash
# OpenROAD 26Q1-2900-gdf79404cd8, Yosys 0.63+post, stock flow scripts
make -C /OpenROAD-flow-scripts/flow DESIGN_CONFIG=/design/flow/config.mk WORK_HOME=/design/flow/orfs finish

===== ./config.mk =====
export PLATFORM = sky130hd
export DESIGN_NAME = ALU
export DESIGN_NICKNAME = ALU
export VERILOG_FILES = /design/flow/design.v
export SDC_FILE = /design/flow/constraint.sdc
export NUM_CORES = 4
export LEC_CHECK = 1
export CORE_UTILIZATION = 50

===== ./constraint.sdc =====
current_design ALU

set clk_period 25.3
set clk_io_pct 0.2

create_clock -name clk0 -period $clk_period

set non_clock_inputs [all_inputs -no_clocks]
set_input_delay [expr $clk_period * $clk_io_pct] -clock clk0 $non_clock_inputs
set_output_delay [expr $clk_period * $clk_io_pct] -clock clk0 [all_outputs]

==> results.rst <==
Flow metrics
------------

.. list-table::
   :header-rows: 1

   * - Metric
     - Value
   * - Outcome
     - finished clean
   * - Maximum number of pins on one net before global-route repair
     - 53
   * - Commonest non-fill, non-tap cell in the layout
     - sky130_fd_sc_hd__inv_1
   * - Site Rows
     - 37
   * - Count of hold-fix buffers inserted at cts
     - 0
   * - Met2 wire length
     - 8.19 mm
   * - Die Height
     - 106 um
   * - DP HPWL
     - 15.0 mm
   * - OpenROAD warning count
     - 103
   * - Cell-by-cell trace of the critical path
     - clkdlybuf4s50_1, inv_1, ha_1, nor2_1, nand3_1, a211oi_2, o31ai_1, a211oi_1, o22ai_1, a21oi_1, o22ai_1, nand3b_1, a2111o_1, nor2_1, clkdlybuf4s50_1
   * - Maximum resistive drop on vdd
     - 0.0000118 V
   * - Core Region
     - 10400 um2
   * - Post-route clock period utilization
     - 58.0%
   * - Yosys top cell by area
     - sky130_fd_sc_hd__ha_1
   * - Power share of the sequential group
     - 0%
   * - Hold Path Stages
     - 4
   * - Total of clock buffers placed in the layout
     - 0
   * - Chip area
     - 11200 um2
   * - Cell class contributing the biggest share of worst-path delay
     - AND-OR/OR-AND gates
   * - Antenna cell count
     - 0
   * - Crit path arrival time
     - 9620 ps
   * - Post-CTS Setup Inserts
     - 0
   * - Antenna-violating nets left
     - 0
   * - Post-route DRC
     - 0
   * - Nature of the critical path endpoint
     - output port
   * - Post-Route Setup TNS
     - 0 ps
   * - Sw Pwr
     - 83.9 uW
   * - Fraction of final layout cells sized beyond drive strength 1
     - 4.35%
   * - Final Total Pwr
     - 147 uW
   * - Die W
     - 106 um
   * - Detailed-routing wirelength on met1
     - 8.16 mm
   * - Number of failing hold endpoints at the final stage
     - 0
   * - Aggregate routed wire length
     - 18.7 mm
   * - Resized Gates After CTS
     - 0
   * - Hold crit path type
     - input port to output port
   * - Seq. cell area
     - 0 um2
   * - Number of global-route vias before repair
     - 5908
   * - Number of failing setup endpoints in the final timing report
     - 0
   * - Slew Limit Headroom
     - 52.6%
   * - Synthesis Warnings
     - 1
   * - Worst endpoint required time
     - 20240 ps
   * - Global router's overall resource usage
     - 34.5%
   * - Power per Cell Area
     - 22.9 nW/um2
   * - Post-synthesis cell count from yosys
     - 811
   * - Most used cells in the layout excluding fill and tap cells
     - sky130_fd_sc_hd__inv_1 (105), sky130_fd_sc_hd__ha_1 (102), sky130_fd_sc_hd__clkdlybuf4s50_1 (99)
   * - Proportion of netlist area held by the largest area contributor
     - 23.7%
   * - First drt pass iteration count
     - 5
   * - Syn_area_per_cell
     - 6.65 um2
   * - Cell count after synthesis
     - 811
   * - Wire length per cell after detailed routing
     - 18.5 um
   * - Unrepaired setup endpoints after global routing
     - no
   * - Length of routed met3 wiring
     - 1.92 mm
   * - Synth-to-layout area growth
     - 19.1%
   * - Gr ovfl total
     - 0
   * - Share of power burned in combinational logic
     - 100.0%
   * - Slowest cell on crit path
     - sky130_fd_sc_hd__a211oi_1
   * - Sequential fraction of the synthesis area
     - 0%
   * - Number of port buffers
     - 100
   * - Chip area line of the yosys report
     - 5390 um2
   * - Distinct cell type count after synthesis
     - 80
   * - Highest metal layer used by the detailed router
     - met4
   * - Relative contribution of the clock network to total power
     - 0%
   * - Switching power share of the total
     - 57.1%
   * - Power Internal
     - 63.0 uW
   * - Post-synthesis instance area
     - 5390 um2
   * - Last weighted congestion value of the routability-driven placer
     - 1.14
   * - Highest achievable clock rate
     - 68.1 MHz
   * - Average via count per standard cell
     - 6.28
   * - Worst slew pin tran
     - 705 ps
   * - Leak Pwr
     - 2.92 nW
   * - Total number of sequential cells
     - 0
   * - CP Max Fanout
     - 14
   * - Total I/O pin count
     - 100
   * - Beginning of the worst hold path
     - ALU_Sel[0]
   * - Largest stage delay, worst path
     - 650 ps
   * - Max-cap viol count
     - 0
   * - Wire length of the first global-routing pass
     - 30.5 mm
   * - Number of antenna violations at the first check in global routing
     - 0
   * - Path type of the worst setup path
     - input port to output port
   * - Sink of the worst hold path
     - R[1]
   * - Layout Utilization
     - 61.9%
   * - Iteration-0 DRC Markers
     - 547
   * - Startpoint class of the critical path
     - input port
   * - Max Transition Viols Final
     - 0
   * - CP bufs+invs
     - 3
   * - Ranking of synthesized cells by area
     - sky130_fd_sc_hd__ha_1 (24%), sky130_fd_sc_hd__inv_1 (7.3%), sky130_fd_sc_hd__a21oi_1 (6.6%)
   * - Via count
     - 6345
   * - Fp_density
     - 52.0%
   * - Min Tclk post-route
     - 14680 ps
[layout make-up]
type | instances | area (um2)
Timing Repair Buffer | 107 | 1050
Tap cell | 136 | 170
Fill cell | 934 | 3950
Inverter | 109 | 409
Multi-Input combinational cell | 658 | 4790
[metal layers]
layer  up-vias  GRT usage, %
met5         -             0
met4         0          7.54
met3        40          5.49
met2       338          53.4
met1      2898          50.4
li1       3069             -
[logic make-up after synthesis]
family | Yosys count | share of synthesized area (%)
AND/OR/NAND/NOR | 233 | 21.1
multiplexers | 23 | 4.27
buffers and inverters | 153 | 11.1
XOR/XNOR | 15 | 2.44
adder cells (fa/ha/maj) | 104 | 24.4
AND-OR/OR-AND | 283 | 36.6
[per-stage QoR]
stage	hold slack, ps	instance area [um2]	worst slack, ps	instances
global placement	11220	6420	10800	1010
detailed placement	11240	6420	10790	1010
finish	11230	6420	10620	1010
global route	11290	6420	10380	1010
CTS	11240	6420	10770	1010
floorplan	10340	5390	12500	811
[Yosys cell counts (5+ instances only)]
cell type	number
sky130_fd_sc_hd__o21ai_0	37
sky130_fd_sc_hd__nor2_1	63
sky130_fd_sc_hd__mux2i_1	23
sky130_fd_sc_hd__o21a_1	7
sky130_fd_sc_hd__a21oi_1	71
sky130_fd_sc_hd__xnor2_1	14
sky130_fd_sc_hd__inv_1	105
sky130_fd_sc_hd__nand3_1	16
sky130_fd_sc_hd__o31ai_1	17
sky130_fd_sc_hd__a211oi_1	17
sky130_fd_sc_hd__buf_2	9
sky130_fd_sc_hd__nor2b_1	7
sky130_fd_sc_hd__nand4_1	11
sky130_fd_sc_hd__a31oi_1	10
sky130_fd_sc_hd__and2_1	5
sky130_fd_sc_hd__or3_1	8
sky130_fd_sc_hd__nand2b_1	8
sky130_fd_sc_hd__nand2_1	64
sky130_fd_sc_hd__o21ai_1	5
sky130_fd_sc_hd__o211ai_1	11
sky130_fd_sc_hd__nor4_1	7
sky130_fd_sc_hd__nor3_1	21
sky130_fd_sc_hd__clkbuf_1	30
sky130_fd_sc_hd__a21o_1	13
sky130_fd_sc_hd__o221ai_1	5
sky130_fd_sc_hd__a221oi_1	9
sky130_fd_sc_hd__o22ai_1	14
sky130_fd_sc_hd__o21bai_1	13
sky130_fd_sc_hd__ha_1	102
[tightest hold or removal path, stage by stage]
cell                              delay, ps
sky130_fd_sc_hd__buf_2                  100
sky130_fd_sc_hd__buf_4                  310
sky130_fd_sc_hd__o21a_1                 290
sky130_fd_sc_hd__clkdlybuf4s50_1        410
[power groups by stage]
stage | Combinational, mW | Sequential [mW] | Clock, mW
after CTS | 0.144 | 0 | 0
final | 0.147 | 0 | 0
after global routing | 0.161 | 0 | 0
[worst max-delay path by stage]
stage,start,endpoint,slack [ps],depth (start not counted)
finish,A[11],ZFlag,10620,15
global route,A[11],ZFlag,10380,15
CTS,A[11],ZFlag,10770,15
No activity file was given, so power comes from the tool's default toggle rates.
